**flow/run.sh**
```bash
#!/bin/bash
# OpenROAD 26Q1-2900-gdf79404cd8, Yosys 0.63+post, stock flow scripts
make -C /OpenROAD-flow-scripts/flow DESIGN_CONFIG=/design/flow/config.mk WORK_HOME=/design/flow/orfs finish
```
**flow/config.mk**
```make
export PLATFORM = sky130hd
export DESIGN_NAME = REGISTER_BANK
export DESIGN_NICKNAME = REGISTER_BANK
export VERILOG_FILES = /design/flow/design.v
export SDC_FILE = /design/flow/constraint.sdc
export NUM_CORES = 4
export LEC_CHECK = 1
export CORE_UTILIZATION = 40
```
**flow/constraint.sdc**
```tcl
current_design REGISTER_BANK

set clk_period 6.0
set clk_io_pct 0.2

create_clock -name clk0 -period $clk_period [get_ports {clk}]

set non_clock_inputs [all_inputs -no_clocks]
set_input_delay [expr $clk_period * $clk_io_pct] -clock clk0 $non_clock_inputs
set_output_delay [expr $clk_period * $clk_io_pct] -clock clk0 [all_outputs]
```
**flow/design.v**
```verilog
`timescale 1ns / 1ps
module DECODER_3_8_REG_BANK(in,out,Lreg);
	input[2:0] in;
	input Lreg;
	output[7:0] out;
	reg[7:0] out;
	always@(in or Lreg)
	begin
		if(Lreg)
		begin
			casex(in)
				3'b011:out=8'b00001000;
				3'b100:out=8'b00010000;
				3'b101:out=8'b00100000;
				3'b110:out=8'b01000000;
				3'b111:out=8'b10000000;
				3'b000:out=8'b00000001;
				3'b001:out=8'b00000010;
				3'b010:out=8'b00000100;
			endcase
		end
		else out=8'b00000000;
	end
endmodule
`timescale 1ns / 1ps
module MUX_8_1_REG_BANK(sel,out,Treg);
	input [2:0] sel;
	input Treg;
	output[7:0] out;
	reg[7:0] out;
	always@(sel or Treg)
	begin
		if(Treg)
		begin
			casex(sel)
				3'b011:out=8'b00001000;
				3'b100:out=8'b00010000;
				3'b101:out=8'b00100000;
				3'b110:out=8'b01000000;
				3'b111:out=8'b10000000;
				3'b000:out=8'b00000001;
				3'b001:out=8'b00000010;
				3'b010:out=8'b00000100;
			endcase
		end
		else out=8'b00000000;
	end
endmodule
`timescale 1ns / 1ps
module REGISTER(in,clk,out,ld);
	input[15:0] in;
	input clk,ld;
	output[15:0] out;
	reg[15:0] out;
	initial begin
		out=16'b0;
	end
	always@(negedge clk)
	begin
		if(ld)
				out=in;
		else
				out=out;
	end
endmodule
`timescale 1ns / 1ps
module REGISTER_BANK(in,clk,Treg,Lreg,sel,out);
	input[15:0] in;
	input [2:0] sel;
	input clk,Treg,Lreg;
	output[15:0] out;
	wire[7:0] reg_wr; 
	wire[7:0] reg_rd;
	wire[15:0] r0,r1,r2,r3,r4,r5,r6,r7,r00,r11,r22,r33,r44,r55,r66,r77;
	MUX_8_1_REG_BANK rd(sel,reg_rd,Treg);
	DECODER_3_8_REG_BANK ee(sel,reg_wr,Lreg);
	REGISTER load0(in,clk,r00,reg_wr[0]);
	REGISTER load1(in,clk,r11,reg_wr[1]);
	REGISTER load2(in,clk,r22,reg_wr[2]);
	REGISTER load3(in,clk,r33,reg_wr[3]);
	REGISTER load4(in,clk,r44,reg_wr[4]);
	REGISTER load5(in,clk,r55,reg_wr[5]);
	REGISTER load6(in,clk,r66,reg_wr[6]);
	REGISTER load7(in,clk,r77,reg_wr[7]);
	and_op_special and_s0(r00,reg_rd[0],r0);
	and_op_special and_s1(r11,reg_rd[1],r1);
	and_op_special and_s2(r22,reg_rd[2],r2);
	and_op_special and_s3(r33,reg_rd[3],r3);
	and_op_special and_s4(r44,reg_rd[4],r4);
	and_op_special and_s5(r55,reg_rd[5],r5);
	and_op_special and_s6(r66,reg_rd[6],r6);
	and_op_special and_s7(r77,reg_rd[7],r7);
	or OR0(out[0],r0[0],r1[0],r2[0],r3[0],r4[0],r5[0],r6[0],r7[0]);
	or OR1(out[1],r0[1],r1[1],r2[1],r3[1],r4[1],r5[1],r6[1],r7[1]);
	or OR21(out[2],r0[2],r1[2],r2[2],r3[2],r4[2],r5[2],r6[2],r7[2]);
	or OR31(out[3],r0[3],r1[3],r2[3],r3[3],r4[3],r5[3],r6[3],r7[3]);
	or OR41(out[4],r0[4],r1[4],r2[4],r3[4],r4[4],r5[4],r6[4],r7[4]);
	or OR51(out[5],r0[5],r1[5],r2[5],r3[5],r4[5],r5[5],r6[5],r7[5]);
	or OR6(out[6],r0[6],r1[6],r2[6],r3[6],r4[6],r5[6],r6[6],r7[6]);
	or OR7(out[7],r0[7],r1[7],r2[7],r3[7],r4[7],r5[7],r6[7],r7[7]);
	or OR8(out[8],r0[8],r1[8],r2[8],r3[8],r4[8],r5[8],r6[8],r7[8]);
	or OR9(out[9],r0[9],r1[9],r2[9],r3[9],r4[9],r5[9],r6[9],r7[9]);
	or OR10(out[10],r0[10],r1[10],r2[10],r3[10],r4[10],r5[10],r6[10],r7[10]);
	or OR11(out[11],r0[11],r1[11],r2[11],r3[11],r4[11],r5[11],r6[11],r7[11]);
	or OR12(out[12],r0[12],r1[12],r2[12],r3[12],r4[12],r5[12],r6[12],r7[12]);
	or OR13(out[13],r0[13],r1[13],r2[13],r3[13],r4[13],r5[13],r6[13],r7[13]);
	or OR14(out[14],r0[14],r1[14],r2[14],r3[14],r4[14],r5[14],r6[14],r7[14]);
	or OR15(out[15],r0[15],r1[15],r2[15],r3[15],r4[15],r5[15],r6[15],r7[15]);
endmodule
`timescale 1ns / 1ps
module and_op_special(X,Y,out);
	input[15:0] X;
	input Y;
	output[15:0] out;
	and and_fn0(out[0],X[0],Y);
	and and_fn1(out[1],X[1],Y);
	and and_fn2(out[2],X[2],Y);
	and and_fn3(out[3],X[3],Y);
	and and_fn4(out[4],X[4],Y);
	and and_fn5(out[5],X[5],Y);
	and and_fn6(out[6],X[6],Y);
	and and_fn7(out[7],X[7],Y);
	and and_fn8(out[8],X[8],Y);
	and and_fn9(out[9],X[9],Y);
	and and_fn10(out[10],X[10],Y);
	and and_fn11(out[11],X[11],Y);
	and and_fn12(out[12],X[12],Y);
	and and_fn13(out[13],X[13],Y);
	and and_fn14(out[14],X[14],Y);
	and and_fn15(out[15],X[15],Y);
endmodule
```
==> out/metrics.yaml <==
worst_setup_path:
  crit_path_start_kind: "flip-flop"
  required_ps: 4800
  end_kind: "primary output"
  crit_chain: "mux2i_1 -> o22ai_1 -> or2_1 -> clkdlybuf4s50_1"
  worstSetupEndpoint: "out[4]"
  worstPathArrival_ps: 4700
  slowest_stage: "clkdlybuf4s50_1"
  crit_type: "reg2out"
  cpPeakStageDelay_ps: 400
  worstSetupStartpoint: "load3.out[4]"
  critPathMaxFanout: 1
drt:
  wl_per_cell_um: 14.47
  route.vias.total: 2990
  dr_wl_met2_um: 4619
  wl_um: 9246
  wl_met1_um: 3747
  drt_pre_antenna_iters: 4
  antennaDiodeCount: 0
  viasPerCell: 4.679
  highest_layer: "met4"
  detail-route-antenna-nets: 0
  drc: 0
  wl_met3_um: 759
  drtIter0Drc: 93
grt:
  grt_pass1_vias: 3298
  globalRoute.totalOverflow: 0
  antenna_found_initial: 0
  track_usage_pct: 16.81
  grt_start_max_net_pins: 42
  grt_pass1_wl_um: 14870
timing:
  slew_viol_final: 0
  finalHoldViolCount: 0
  worstMarginPinSlew_ps: 832.0
  final.setup.tns_ps: 0
  rsz0062_at_grt: "no"
  finalSetupViolations: 0
  slew_headroom_pct: 44.53
  whs_ps: 3265
  fin_ws_ps: 96.60
final_layout:
  layout-drive-gt1-share_pct: 12.53
  ff_latch_area_sq_mm: 0.003844
  n_fill_cell: 973
  fin_area_sq_mm: 0.006679
  comb_area_sq_mm: 0.001059
  utilization_pct: 55.14
  areaGrowthSynthToFinish_pct: 33.75
  most-common-layout-cells: "inv_1 (128), edfxtp_1 (128), mux2i_1 (63)"
clock_network:
  cts_setup_buffers: 0
  cts_made_buffers: 17
  cts_tree: "done"
  h-tree-depth: 4
  cts-root-buf: "clkbuf_16"
  cts.sinks: 128
  clockBufferDepth: 2
  holdBufCountCts: 0
  cts.clk_slew.worst_paths_ps: 30
yosys:
  area_leaders: "edfxtp_1 (77%), mux2i_1 (13%), o22ai_1 (4.0%)"
  synth.top_cell.area_share_pct: 76.97
  ys.flops: 128
  fa_ha_area_share_pct: 0
  yosys-stat-cells: 273
  synthCells: 273
  synth_top_cell_by_area: "edfxtp_1"
  logic_family: "multiplexers"
  synth.distinct_cells: 18
  compound_area_share_pct: 4.009
  avgSynthCellArea_sq_um: 18.29
  syn_area_sq_mm: 0.004994
  ys_seq_share_pct: 76.97
  muxShareOfSynthArea_pct: 12.83
  ys_sh_xor_pct: 0
  synth_chip_area_sq_mm: 0.004994
  ys_sh_simple_pct: 3.784
  ys_warn_count: 3
hold_path:
  hold_start: "sel[0]"
  hp-class: "in2out"
power:
  p_int_mw: 1.727
  combPwrFrac_pct: 4.9
  clkPwrFrac_pct: 51.8
  peakVddDrop_mv: 0.2603
  switchingPower_mw: 0.6482
  sw_frac_of_total_pct: 27.30
  seq_power_share_pct: 43.3
  leakage_nw: 3.041
  powerDensity_mw_per_mm2: 355.6
die:
  core_area_sq_mm: 0.01211
  initCoreUtil_pct: 41.23
  dieWidth_um: 113.7
  die-height_um: 113.7
  rows: 40
  io-pin-count: 38
  chip_area_sq_mm: 0.01293
job:
  maxCapViolations: 0
  tool_warnings: 153
placement:
  pre_cts_ws_ps: 235.3
  place_area_sq_mm: 0.005618
  portBuffers: 37
  gp_congestion: 0.7520
  dp_hpwl_um: 5265
status:
  status: "completed"
[stage by stage]
stage          instances  power, mW
2_1_floorplan        273      1.226
3_3_place_gp         480      1.284
3_5_place_dp         480      1.285
4_1_cts              639      2.425
5_1_grt              639      2.540
6_report             639      2.375
[power by group through the flow]
stage	registers (mW)	clock network [mW]	logic [mW]
4_1_cts	1.03	1.28	0.121
5_1_grt	1.03	1.38	0.128
6_report	1.03	1.23	0.116
[repair_timing]
item                                    4_1_cts  5_1_grt
endpoints found under the setup margin        4       13
pin swaps                                     0       18
resized                                       4       15
[cell families after synthesis]
group,after synthesis
buf+inv,16
flops,128
compound gates,32
simple gates,33
mux,64
[worst min path at each step]
stage / end / slack (ps) / depth (start not counted)
global route: out[10] / 3330 / 6
CTS: out[5] / 3640 / 6
finish: out[2] / 3260 / 6
[worst max-delay path, delay by kind of cell (launching register included)]
kind            cells  cell delay (ps)
simple gates        1              270
mux                 1              140
compound gates      1              100
flops               1              350
buf+inv             1              400
[metal layers]
layer	up-vias	GRT usage, %
met2	100	24.15
met5	-	0
li1	1465	-
met4	0	7.544
met3	10	10.77
met1	1415	20.82
[registers in the layout (all words and copies together), names as in the netlist]
name       count
load0.out     16
load1.out     16
load2.out     16
load3.out     16
load4.out     16
load5.out     16
load6.out     16
load7.out     16
[area by class of cell]
class / count / share of cell area [%]
clock buffer: 17 / 6.369
clock inverter: 143 / 8.842
multi-input combinational: 129 / 15.85
sequential: 128 / 57.55
tap: 168 / 3.147
timing repair buffer: 54 / 8.243
[synthesized netlist by cell type (all sizes together)]
library cell,instances
clkbuf,1
nand3b,2
nand2,2
nor2,6
inv,1
nand2b,2
buf,14
nor3,2
o22ai,32
or2b,1
nand3,1
edfxtp,128
mux2i,64
or2,16
or3b,1
Power is estimated from default activity; no workload was simulated.
